==> /design/flow/design.v <==
`timescale 1 ns/1 ns
module ModifiedSAD(A_in, B_in, Rst, Go, Sad_Out, A_Addr, B_Addr, AB_En, AB_Rw, C_Addr, C_En, C_Rw, Clk, Done);
	input Go;
	input [7:0] A_in, B_in;
	input Rst;
	input Clk;
	output reg [31:0] Sad_Out;
	output reg [14:0] A_Addr, B_Addr;
	output reg AB_En, AB_Rw, C_En, C_Rw, Done;
	output reg [6:0] C_Addr;
	integer I, J, K;
	integer Sum;
	parameter S0 = 0, S1 = 1, S2 = 2, S2a = 3, S3 = 4, S4 = 5; 
	reg [2:0] State;
	always@(posedge Clk) begin
		if(Rst == 1'b1) begin
			I <= 0; J <= 0; K <= 0;
			Sad_Out <= 0;
			Sum <= 0;
			A_Addr <= 0;	
			B_Addr <= 0;
			AB_En <= 0;
			AB_Rw <= 0;
			C_En <= 0;
			C_Rw <= 0;
			Done <= 0;
			State <= S0;
		end
		else begin
			A_Addr <= 0;
			B_Addr <= 0;
			C_Addr <= 0;
			AB_En <= 0;
			AB_Rw <= 0;
			C_En <= 0;
			C_Rw <= 0;
			Sad_Out <= 0;
			Done <= 0;
			case(State)
				S0: begin
					if(Go == 1'b1) begin
						State <= S1;
						I <= 0; J <= 0; K <= 0;
					end
					else
						State <= S0;
				end
				S1: begin
					Sum <= 0;
					J <= 0;
					State <= S2;
				end
				S2: begin
					if(J < 256) begin
						A_Addr <= I;
						B_Addr <= I;
						AB_En <= 1;  
						AB_Rw <= 0;
						State <= S2a;
					end
					else
						State <= S4;
				end
				S2a: begin
					State <= S3;
				end
				S3: begin
					if (A_in > B_in)
						Sum <= Sum + (A_in - B_in);
					else				
						Sum <= Sum + (B_in - A_in);
					I <= I + 1;
					J <= J + 1;
					State <= S2;
				end
				S4: begin
					Sad_Out <= Sum;
					C_En <= 1;  
					C_Rw <= 1;
					C_Addr = K;
					K = K + 1;
					if(I < 32768) begin
						State <= S1;
					end
					else begin
						State <= S0;
						Done <= 1'b1;
					end
				end
			endcase
		end
	end
endmodule
==> /design/flow/run.sh <==
#!/bin/bash
# OpenROAD 26Q1-2900-gdf79404cd8, Yosys 0.63+post, stock flow scripts
make -C /OpenROAD-flow-scripts/flow DESIGN_CONFIG=/design/flow/config.mk WORK_HOME=/design/flow/orfs finish
==> /design/flow/config.mk <==
export PLATFORM = sky130hd
export DESIGN_NAME = ModifiedSAD
export DESIGN_NICKNAME = ModifiedSAD
export VERILOG_FILES = /design/flow/design.v
export SDC_FILE = /design/flow/constraint.sdc
export NUM_CORES = 4
export LEC_CHECK = 1
export CORE_UTILIZATION = 30
==> /design/flow/constraint.sdc <==
current_design ModifiedSAD

set clk_period 13.9
set clk_io_pct 0.2

create_clock -name clk0 -period $clk_period [get_ports {Clk}]

set non_clock_inputs [all_inputs -no_clocks]
set_input_delay [expr $clk_period * $clk_io_pct] -clock clk0 $non_clock_inputs
set_output_delay [expr $clk_period * $clk_io_pct] -clock clk0 [all_outputs]
==> qor.log <==
[critical_path] Setup crit start kind input port
[hold_path] worst min-delay path category flip-flop to flip-flop
[power_and_ir_drop] static power due to leakage 4.05 nW
[final_timing] Max Slew Vio Count 0
[power_and_ir_drop] power density over the cells 105 nW/um2
[clocking] maximum buffer depth of the clock tree 2
[final_timing] setup-violating endpoint count in the final report 0
[outcome] run status finished, final reports clean
[placement] Routability Congestion 0.869
[critical_path] Register-to-Register Setup Slack 11.18 ns
[run] number of max-cap violations 0
[final_timing] relative max-transition margin 45.0%
[synthesis] Post-synth mux share 1.18%
[clocking] count of clock tree sinks 166
[clocking] TritonCTS buffer count 17
[synthesis] Synth top area share 37.2%
[critical_path] category of the most critical setup path input port to flip-flop
[drt] drt first pass iters 7
[drt] vias post-DR 6,665
[hold_path] Worst Hold End State[1]
[final_timing] post-route worst setup slack 6.84 ns
[final_layout] number of inserted filler cells in the final layout 2,817
[clocking] CTS root buffer sky130_fd_sc_hd__clkbuf_16
[drt] DR iter-0 viols 361
[floorplanning] I/O pin count 93
[floorplanning] Die Footprint 29,200 um2
[drt] Routed wire per std cell 12.1 um
[final_layout] final non-filler cell area 10,400 um2
[synthesis] Largest logic family simple AND/OR/NAND/NOR gates
[hold_path] worst hold stages 1
[synthesis] xor-xnor portion of the synthesized cell area 8.50%
[clocking] number of gates given a new drive strength after cts 0
[drt] antenna-violating nets left 0
[floorplanning] Rows 61
[critical_path] Worst EP arrival 7.36 ns
[drt] final wirelength 17.5 mm
[final_timing] maximum clock frequency 0.142 GHz
[final_timing] final hold violation count 0
[critical_path] depth of the most critical reg-to-reg path 10
[final_layout] fraction of layout cells with a size suffix above 1 7.14%
[grt] maximum number of pins on one net before global-route repair 34
[clocking] Clock H-tree levels 4
[synthesis] Adder Share, Synth 9.04%
[final_timing] Final Skew 0.0116 ns
[clocking] number of setup buffers added after CTS 0
[placement] placed cell count 1,411
[final_timing] actual transition at the worst max-transition pin 0.821 ns
[clocking] hold buffers post-CTS 0
[run] number of warnings in the stage logs 40
[floorplanning] Floorplan Utilization 30.6%
[synthesis] Seq cells post-synth 166
[clocking] insertion delay of the later-clocked pin in the worst-skew pair 0.43 ns
[critical_path] CP Capture Type flip-flop
[clocking] clock slew at the register clock pins of the worst setup and hold paths 0.07 ns
[drt] per-cell via count in the routed design 4.62
[final_layout] Area Overhead vs Synth 21.0%
[final_layout] count of non-filler cells in the finished layout 1,443
[synthesis] yosys synthesis warning count 1
[synthesis] synthesized chip area reported by yosys 8560 um2
[critical_path] reg2reg end Sum[26]
[floorplanning] Horiz. Die Dim 171 um
[synthesis] share of synthesized area occupied by flip-flops and latches 39.7%
[final_timing] RSZ-0062 raised after global routing no
[critical_path] Worst Path Required 14.20 ns
[synthesis] cell type with the largest total area sky130_fd_sc_hd__dfxtp_1
[synthesis] Most common reg cell sky130_fd_sc_hd__dfxtp_1
[final_timing] post-route fraction of the period consumed by the critical path 50.8%
[synthesis] dominant cells by area after synthesis sky130_fd_sc_hd__dfxtp_1, sky130_fd_sc_hd__ha_1, sky130_fd_sc_hd__xor2_1
[grt] via count of the first global-routing pass 6,146
[power_and_ir_drop] Max IR drop VDD 0.0000812 V
[critical_path] CP max FO 32
[synthesis] number of cells produced by synthesis 975
[critical_path] beginning of the critical path B_in[0]
[hold_path] beginning of the worst hold path State[5]
[placement] placed wire-length estimate 12.5 mm
[grt] initial antenna violation count 0
[placement] Port-buffer cells 91
[grt] global router's overall resource usage 12.5%
[synthesis] Syn Std Cell Area 8560 um2
[clocking] CTS tree done
[critical_path] source of the worst register-to-register timing path Sum[0]
[synthesis] complex-gate fraction of the synthesized area 13.2%
[synthesis] count of distinct cell types in the synthesized netlist 71
[floorplanning] Std-Cell Core Area 27,900 um2
[synthesis] count of flip-flops with a built-in enable after synthesis 7
[grt] Remaining Overflow, GRT 0
[synthesis] proportion of synthesized flip-flops having asynchronous set or reset 0%
[synthesis] synthesized-area fraction occupied by and/or/nand/nor cells 24.0%
[drt] # DRC 0
[grt] wire length of the first global-routing pass 29.5 mm
[final_timing] Period minus WS final 7.06 ns
[placement] Area after DPL 9780 um2
[placement] pre-CTS setup slack 6.39 ns
[floorplanning] Die Y 171 um
[drt] number of antenna cells inserted 0
[synthesis] Synth Area per Inst 8.78 um2
[synthesis] number of standard cells reported by yosys 975
[final_timing] total negative slack for setup checks 0 ns
metal layers:
metal | GRT usage [%] | share of wire, %
met1 | 18.4 | 50
met2 | 20.3 | 45
met3 | 1.84 | 3.4
met4 | 1.51 | 1.0
met5 | 0 | 0
kinds of logic (layout without fill, tap and decap cells):
logic type / count (synthesis) / in the layout
and+or+nand+nor: 400 / 400
other: 1 / 1
buffers and inverters: 74 / 164
DFF: 166 / 166
AOI/OAI and AO/OA: 181 / 181
adders and majority gates: 60 / 60
muxes: 10 / 10
xor gates and xnor gates: 83 / 83
area by class of cell:
cell class              count  area (um2)  share of cell area (%)
flip-flops and latches    166        3390                    32.8
multi-input cells         735        4810                    46.5
inverters                  32         120                    1.16
clock inverters            13         141                    1.37
well taps                 378         473                    4.57
repair buffers            100         978                    9.45
clock buffers              19         433                    4.18
cells in the final DEF (no fill, tap or decap), drive strengths merged, types with 23 or more instances in the layout:
| master | netlist | layout |
|---|---|---|
| a21oi | 64 | 64 |
| and2 | 54 | 54 |
| clkdlybuf4s50 | 0 | 91 |
| dfxtp | 159 | 159 |
| ha | 57 | 57 |
| inv | 32 | 39 |
| nand2 | 81 | 81 |
| nand3 | 31 | 31 |
| nor2 | 113 | 113 |
| nor3 | 23 | 23 |
| o21ai | 54 | 54 |
| xnor2 | 23 | 23 |
| xor2 | 60 | 60 |
how the worst max path moves through the flow:
stage | end | slack [ns] | cells past startpoint
final | Sum[27] | 6.84 | 19
after global routing | Sum[30] | 6.45 | 21
after CTS | Sum[27] | 6.84 | 19
worst max-delay path: stages:
cell                              delay, ns
sky130_fd_sc_hd__clkdlybuf4s50_1       0.48
sky130_fd_sc_hd__ha_1                  0.16
sky130_fd_sc_hd__inv_1                 0.05
sky130_fd_sc_hd__fa_1                  0.38
sky130_fd_sc_hd__a21o_1                0.17
sky130_fd_sc_hd__a21oi_1               0.17
sky130_fd_sc_hd__a21oi_1               0.11
sky130_fd_sc_hd__a2111o_1              0.43
sky130_fd_sc_hd__o31ai_4               0.06
sky130_fd_sc_hd__buf_4                 0.37
sky130_fd_sc_hd__ha_1                  0.35
sky130_fd_sc_hd__a21oi_1               0.25
sky130_fd_sc_hd__o21ai_1               0.14
sky130_fd_sc_hd__or4_1                 0.51
sky130_fd_sc_hd__or3_1                 0.33
sky130_fd_sc_hd__nand2_1               0.16
sky130_fd_sc_hd__o21a_1                0.19
sky130_fd_sc_hd__xor2_1                0.15
sky130_fd_sc_hd__o21ai_0               0.08
synthesized netlist by cell type (15+ instances only):
cell	instances
sky130_fd_sc_hd__dfxtp_1	159
sky130_fd_sc_hd__nor2_1	112
sky130_fd_sc_hd__nand2_1	80
sky130_fd_sc_hd__a21oi_1	60
sky130_fd_sc_hd__xor2_1	60
sky130_fd_sc_hd__ha_1	57
sky130_fd_sc_hd__and2_1	53
sky130_fd_sc_hd__o21ai_0	49
sky130_fd_sc_hd__inv_1	31
sky130_fd_sc_hd__nand3_1	29
sky130_fd_sc_hd__xnor2_1	23
sky130_fd_sc_hd__clkbuf_1	21
sky130_fd_sc_hd__buf_4	19
sky130_fd_sc_hd__nor3_1	19
sky130_fd_sc_hd__nand4_1	15
sky130_fd_sc_hd__or3_1	15
report_power, final:
group,switching [mW],internal [mW]
logic,0.0841,0.0563
clock network,0.211,0.253
registers,0.00501,0.482
total,0.300,0.791
stage by stage:
stage	hold slack, ns	utilization (%)	power [mW]
floorplan	0.414	-	0.603
global placement	0.423	35.0	0.637
global route	0.470	37.1	1.14
finish	0.444	37.1	1.09
CTS	0.447	37.1	1.10
detailed placement	0.428	35.0	0.637
state kept, by name, summed over array words and instances (netlist names):
signal / flops
AB_En: 1
C_Addr: 7
Sad_Out: 32
I: 32
Sum: 32
C_Rw: 1
K: 7
J: 32
State: 6
Done: 1
B_Addr: 15
Power and IR drop assume default switching activity.
