--- flow/run.sh ---
#!/bin/bash
# OpenROAD 26Q1-2900-gdf79404cd8, Yosys 0.63+post, stock flow scripts
make -C /OpenROAD-flow-scripts/flow DESIGN_CONFIG=/design/flow/config.mk WORK_HOME=/design/flow/orfs finish
--- flow/config.mk ---
export PLATFORM = sky130hd
export DESIGN_NAME = Sram_Result
export DESIGN_NICKNAME = Sram_Result
export VERILOG_FILES = /design/flow/design.v
export SDC_FILE = /design/flow/constraint.sdc
export NUM_CORES = 4
export LEC_CHECK = 1
export CORE_UTILIZATION = 40
--- flow/constraint.sdc ---
current_design Sram_Result

set clk_period 54.9
set clk_io_pct 0.2

create_clock -name clk0 -period $clk_period [get_ports {Clk}]

set non_clock_inputs [all_inputs -no_clocks]
set_input_delay [expr $clk_period * $clk_io_pct] -clock clk0 $non_clock_inputs
set_output_delay [expr $clk_period * $clk_io_pct] -clock clk0 [all_outputs]
--- flow/design.v ---
`timescale 1 ns/1 ns
module Sram_Result(Data_In, Data_Out, Addr, RW, En, Clk, Rst);
   input [(7-1):0] Addr;
   input RW;
   input En;
   input Clk;
   input Rst;
   input [(32-1):0] Data_In;
   output reg [(32-1):0] Data_Out;
   reg [(32-1):0] Memory [0:(2**7-1)];
   integer Index;
   always @(posedge Clk) begin
      Data_Out <= 32'b0;
      if (Rst==1'b1) begin
         for(Index=0;Index<(2**7);Index=Index+1)  
             Memory[Index] <= 32'b0;
      end
      else if (En==1'b1 && RW==1'b1)  
         Memory[Addr] <= Data_In;
      else if (En==1'b1 && RW==1'b0)  
         Data_Out <= Memory[Addr];
    end   
endmodule
==> deck_impl_summary.md <==
Implementation Results

Yosys
  – Async SR Flop Fraction: 0
  – Seq share, synth: 0.657
  – Synthesis Warnings: 1
  – Area leader, netlist: edfxtp_1
  – Syn_area_per_cell: 13.3 sq um
  – Dominant register cell: edfxtp_1
  – EDFF count, synth: 4096
  – Yosys stat area: 188000 sq um
  – Synth Register Bits: around 4100
  – Synthesized area: 188000 sq um
  – Cells after synthesis: 14172
  – Max-area cell share: 0.654
  – Post-synthesis cell type count: about 73
  – Yosys cell count: 14172
  – Top cells, area: edfxtp_1 65%, and2_1 14%, mux2i_1 2.4%

Pwr
  – Peak supply drop: 31.3 uV
  – Pwr dens: 33.9 nW/um^2
  – Total power: 7.09 mW
  – Leakage power: 72.7 nW

Job
  – Tool warnings: 26
  – Maxcap violations: 0

Placed design
  – Port bufs: 74
  – Final GP Congestion: 0.995
  – Dpl hpwl: 420000 microns

Worst setup path
  – Slowest cell on the critical path: buf_4
  – R2R setup slack: 51.08 ns
  – Critical Path AT: 17.06 ns
  – Most frequent CP cell: buf_4
  – Crit path largest cell delay: 0.64 ns
  – Stages on worst setup path: 14
  – Worst setup endpoint: Data_Out[29]$_SDFF_PP0_
  – R2R Path Start: Memory[111][9]$_SDFFCE_PN0P_
  – Crit-path cells: buf_8 -> buf_4 -> buf_4 -> buf_4 -> buf_4 -> buf_4 -> and2_2 -> buf_4 -> a22oi_1 -> o211ai_1 -> o221ai_1 -> o21ai_1 -> o2111ai_1 -> o31a_1
  – Max FO, Critical Path: 45
  – Worst Setup End Kind: flip-flop
  – WS Path Type: in2reg
  – Critical path's top delay family: buffers and inverters
  – CP Buf/Inv Count: 7
  – Critical path launch point: Addr[2]
  – R2R Path End: Data_Out[9]$_SDFF_PP0_
  – Setup crit start kind: input pin
  – Worst Reg-to-Reg Cells: 7
  – Worst path required time: 55.82 ns

GRT
  – Grt ovf: 0
  – Vias in the first global route: 119898
  – Total track usage: 0.313
  – GR met1 Demand/Resource: 0.370
  – Initial antenna violation count: 57
  – Pin count of the biggest net entering global routing: 86
  – Busiest grt layer: met2
  – First-pass GRT wire length: 956000 microns
  – Met3 usage: 0.245
  – Met2 usage: 0.419

Timing
  – Final hold vios: 0
  – Post-route setup TNS: 0 ns
  – Minimum clock period: 16.14 ns
  – Fmax achieved: roughly 0.062 GHz
  – Cycle use final: 0.294
  – # setup viols final: 0
  – Slew margin rel.: 0.0154
  – RSZ-0062 raised after global routing: false
  – Slew Limit Fails: 0
  – Worst slew pin tran: 1.46 ns
  – Worst clock skew: 0.0876 ns

Finish
  – P&R area growth vs syn: 11.2%
  – Top cells excl fill/tap: 4110 x and2_1, 4096 x edfxtp_1, 645 x buf_4
  – Commonest Layout Cell: and2_1
  – Layout cells sized above 1: 0.133

Drt
  – Routed len/inst: 33.7 microns
  – DRT antenna net count: 0
  – Vias: about 120k
  – Vias per cell: 5.82
  – Total wire length: 687000 microns
  – Initial drt markers: 9860
  – DRT Pass-1 Iters: 9
  – # DRC: 0

CTS
  – CTS tree: done
  – Root Buffer: clkbuf_16
  – # hold bufs at CTS: 0
  – Clk ins delay skew pair: between 1 and 1.5 ns
  – CTS max path bufs: 4
  – Clock-pin slew on the worst setup and hold paths: 0.06 ns
  – CTS H-tree depth: 5
  – Post_cts resized: 0
  – CTS sink count: 4128
  – Post-CTS setup buffers: 0
  – CTS buffer count: 438

Floorplan
  – Die H: 688 microns
  – # rows: 251
  – Chip area: approximately 470000 sq um
  – Core area: 468000 sq um
  – DIE WIDTH: 688 microns
  – Ports: ~75
  – Fp_density: 0.402

Worst hold path
  – Hold crit path type: reg2reg

Run status
  – Outcome: completed
## how the worst min path moves through the flow
stage / to / cells past startpoint / start / slack, ns
4_1_cts: Data_Out[1]$_SDFF_PP0_ / 4 / Memory[91][1]$_SDFFCE_PN0P_ / 0.80
5_1_grt: Data_Out[1]$_SDFF_PP0_ / 4 / Memory[91][1]$_SDFFCE_PN0P_ / 0.88
6_report: Data_Out[1]$_SDFF_PP0_ / 4 / Memory[91][1]$_SDFFCE_PN0P_ / 0.81
## Yosys cell counts, types with 137 or more instances
cell type and count:
buf_2 307, nor2_1 388, edfxtp_1 4096, o22ai_1 162, mux2i_1 453, clkbuf_1 1062, and2_1 4113, a222oi_1 167
a22oi_1 358, o21ai_0 284, a21oi_1 453, a221oi_1 387, mux2_2 137, nand2_1 477
## metrics by stage
| step | cell area, sq um | utilization | hold slack (ns) | std cells | worst slack, ns |
|---|---|---|---|---|---|
| final | 209000 | 0.447 | 0.807 | 20409 | 38.76 |
| after global routing | 209000 | 0.447 | 0.879 | 20392 | 38.77 |
| after CTS | 209000 | 0.447 | 0.797 | 20363 | 39.12 |
| after detailed placement | 196000 | 0.418 | 0.752 | 19560 | 38.05 |
| after global placement | 196000 | 0.418 | 0.760 | 19560 | 38.08 |
| after floorplan | 188000 | - | 0.640 | 14172 | 41.62 |
## registers in the layout, summed over array words and instances, names as in the netlist
register / cells
Memory: 4096
Data_Out: 32
## area by class of cell
class	instances	area, sq um
antenna	46	115
clock buffer	565	11600
clock inverter	238	1840
fill	40286	258000
inverter	5	41.3
multi-input combinational	8504	58400
sequential	4128	124000
tap	6198	7750
timing repair buffer	725	5800
## where the power goes
group	switching (mW)	leakage (nW)	internal (mW)
logic	0.446	26.9	0.144
clock network	1.26	6.59	1.58
registers	0.0463	39.1	3.61
## cell families (layout without fill, tap and decap cells)
family,count (synthesis),in the layout,synth area share
mux,695,695,0.0449
simple gates,5360,5360,0.166
flops,4128,4128,0.657
compound gates,2449,2449,0.0957
other cells,0,46,0
buf+inv,1540,1533,0.0358
## worst register-to-register path: cells and delay by family (launching register included)
kind / cells / cell delay (ns)
compound gates: 4 / 2.11
flops: 1 / 0.35
simple gates: 3 / 1.00
## metal layers
metal | vias to the layer above | routed length, microns
met2 | 7600 | 290000
li1 | 51393 | -
met3 | 1609 | 129000
met1 | 57991 | 223000
met4 | 86 | 43500
met5 | - | 2040
Power is estimated from default activity; no workload was simulated.
