[design/flow/run.sh]
#!/bin/bash
# OpenROAD 26Q1-2900-gdf79404cd8, Yosys 0.63+post, stock flow scripts
make -C /OpenROAD-flow-scripts/flow DESIGN_CONFIG=/design/flow/config.mk WORK_HOME=/design/flow/orfs finish
[design/flow/config.mk]
export PLATFORM = sky130hd
export DESIGN_NAME = SRAM_result
export DESIGN_NICKNAME = SRAM_result
export VERILOG_FILES = /design/flow/design.v
export SDC_FILE = /design/flow/constraint.sdc
export NUM_CORES = 4
export LEC_CHECK = 1
export CORE_UTILIZATION = 30
[design/flow/constraint.sdc]
current_design SRAM_result

set clk_period 54.9
set clk_io_pct 0.2

create_clock -name clk0 -period $clk_period [get_ports {Clk}]

set non_clock_inputs [all_inputs -no_clocks]
set_input_delay [expr $clk_period * $clk_io_pct] -clock clk0 $non_clock_inputs
set_output_delay [expr $clk_period * $clk_io_pct] -clock clk0 [all_outputs]
[design/flow/design.v]
`timescale 1 ns/1 ns
module SRAM_result(Data_in, Addr, Rw, En, Clk, Rst, Data_out);
	input [31:0] Data_in;  
	input [6:0] Addr;  
	input Rw;
	input En;
	input Clk;
	input Rst;
	output reg [31:0] Data_out;
	reg [31:0] Memory [0:127];
	reg Index;
	always @(posedge Clk) begin
	Data_out <= 0;
	if(Rst == 1) begin
		for(Index = 0; Index < 128; Index = Index + 1)
			Memory[Index] <= 0;		
	end
	else if(En == 1'b1 && Rw == 1'b1)
		Memory[Addr] <= Data_in;	
	else if(En == 1'b1 && Rw == 1'b0)
		Data_out <= Memory[Addr];	
	end
endmodule
==> impl_metrics.py <==
# Flow results
metrics = {
    "logic_synthesis": {
        "yosys_warnings": 1,
        "top_area_share_pct": 65.4,
        "syn_area_per_cell_sq_um": 13.3,
        "ys_cells": 14200,
        "synth_cell_types": 73,
        "flop_cell": "edfxtp_1",
        "synthesis.area_sq_um": 188000,
        "top_cells_by_area": "edfxtp_1, and2_1, mux2i_1",
        "ys_area_sq_um": 188000,
        "ys_ff": 4128,
        "synth-async-reset-ratio_pct": 0,
        "edf_count": 4096,
        "postSynthCellCount": 14200,
        "top_area_cell": "edfxtp_1",
        "yosys.stat.seqShare_pct": 65.7,
    },
    "final_timing": {
        "grt_setup_unrepaired": "false",
        "fmax_mhz": 61.8,
        "finalHoldViolCount": 0,
        "finalSetupViolations": 0,
        "post-route-period-util_pct": 29.5,
        "fin_crit_ps": 16180,
        "finalWorstSetupSlack_ps": 38720,
        "maxSlewViolCount": 9,
        "fin_worst_skew_ps": 85.3,
        "worst_slew_pin_slew_ps": 1580,
        "relSlewSlack_pct": -6.76,
        "fin_setup_tns_ps": 0,
        "whs_ps": 718,
    },
    "route": {
        "drtPass1Iterations": 10,
        "post-route-drc-count": 0,
        "vias_per_cell": 5.31,
        "postRouteAntennaNets": 0,
        "wirelength_um": 705000,
        "avgRoutedWirePerCell_um": 31.1,
        "drt_iter0_markers": 10300,
        "vias": 120000,
    },
    "worst_setup_path": {
        "critPathRequiredTime_ps": 55860,
        "path_class": "primary input to flip-flop",
        "path_max_fanout": 55,
        "start_kind": "primary input",
        "cp_data_arrival_time_ps": 17140,
        "endpoint_kind": "flip-flop",
    },
    "worst_hold_path": {
        "hold_path_class": "flip-flop to flip-flop",
    },
    "finish": {
        "fillCellCount": 59200,
        "fin_area_sq_um": 212000,
        "flop_area_sq_um": 124000,
        "logic_area_sq_um": 58400,
        "final_core_util_pct": 34.0,
        "layout-drive-gt1-share_pct": 13.4,
        "area_delta_synth_final_pct": 12.9,
        "finalNonFillerCells": 22600,
    },
    "status": {
        "violations": "max-capacitance violations, max-slew violations",
        "outcome": "complete, but fails checks",
    },
    "power_and_ir_drop": {
        "swShare_pct": 24.9,
        "pwr-share-comb_pct": 8.4,
        "p_int_mw": 5.35,
        "power.density_nw_per_um2": 33.5,
        "clockPowerShare_pct": 40.2,
        "leakagePower_nw": 72.8,
        "power_mw": 7.12,
        "vdd_drop_max_mv": 0.0295,
        "switchingPower_mw": 1.77,
        "p_seq_share_pct": 51.4,
    },
    "global_route": {
        "grt_pass1_vias": 121000,
        "overflow": 0,
        "grt_util_all_layers_pct": 23.2,
        "grt_pass1_wl_um": 974000,
        "antenna_found_initial": 68,
        "grt_max_degree": 81,
    },
    "placement": {
        "numPortBuffers": 74,
        "dpl.hpwl_um": 429000,
        "gp_congestion": 0.983,
        "place_area_sq_um": 198000,
        "dp.cells": 21700,
        "dp_slack_ps": 38020,
    },
    "die": {
        "dieArea_sq_um": 630000,
        "core_sq_um": 624000,
        "die_height_um": 794,
        "dieWidth_um": 794,
        "floorplan.rows": 290,
        "ioPinCount": 75,
        "fp_util_pct": 30.1,
    },
    "clock_tree": {
        "cts.htree.levels": 5,
        "cts_made_buffers": 442,
        "clk_pin_slew_ps": 60,
        "cts_root_buf": "clkbuf_16",
        "cts_tree": "done",
        "ctsHoldBuffers": 0,
        "clkSinkCount": 4128,
        "clock_latency_ps": 1040,
        "cts_resized": 0,
        "cts_buffer_depth": 4,
        "cts_setup_buffers": 0,
    },
    "job": {
        "warnings": 26,
        "drv_cap": 2,
    },
}
## synth_stat cells, drive strengths merged, types with 15 or more instances
master	count
a31oi	34
a221oi	395
o22ai	162
clkbuf	1062
nor2b	35
o22a	55
nand3	49
a211o	16
o2bb2ai	49
o32ai	15
a221o	58
buf	473
mux2i	453
edfxtp	4096
a22o	65
a21oi	453
o21ai	286
nand4	26
o211ai	53
o31a	17
or2	131
mux2	137
o41ai	16
mux4	105
nor2	400
dfxtp	32
a211oi	24
nand2	478
a222oi	167
and2	4113
o221ai	64
nor3	70
o2111ai	41
a21bo	19
a22oi	358
## power groups by stage
stage,logic [mW],registers (mW),clock network (mW)
6_report,0.597,3.66,2.86
5_1_grt,0.614,3.68,3.00
4_1_cts,0.580,3.66,2.88
## final cells by class
type                       instances  share of cell area [%]
inverter                           5                  0.0194
multi-input combinational       8504                    27.5
clock buffer                     569                    5.56
sequential                      4128                    58.2
tap                             8322                    4.90
antenna                          119                   0.140
clock inverter                   246                   0.875
timing repair buffer             741                    2.78
## sequential cells by signal (all words and copies together) (netlist names)
name	cells
Memory	4096
Data_out	32
## final timing paths
path,start,end,slack [ps],cells after the start
max,Addr[2],Data_out[8],38720,12
min,Memory[91][26],Data_out[26],720,5
max reg2reg,Memory[38][24],Data_out[24],51330,9
min reg2reg,Memory[91][26],Data_out[26],720,5
## cells by family after synthesis
| group | share of synthesized area, % |
|---|---|
| mux | 4.49 |
| buf+inv | 3.58 |
| compound gates | 9.57 |
| flops | 65.7 |
| simple gates | 16.6 |
## critical path: stages
cell and delay, ps:
buf_8 470, buf_4 530, nor2b_4 740, buf_4 630, buf_4 560, buf_4 480, a222oi_1 210, o311ai_0 1260
buf_4 330, o21ai_0 310, buf_4 290, a41oi_1 160
## cells in the final DEF (no fill, tap or decap), types with 105 or more instances in the layout
master        n
nor2_1      273
a222oi_1    167
a22oi_1     358
clkinv_1    131
a221oi_1    387
buf_4       660
clkbuf_16   447
nor2_2      123
or2_2       131
o22ai_1     162
nand2_1     462
a21oi_1     453
o21ai_0     282
edfxtp_1   4096
mux2i_1     453
clkbuf_1    105
diode_2     119
mux4_2      105
mux2_2      137
and2_1     4110
## layer usage
| layer | share of wire [%] | up-vias | global-route usage [%] |
|---|---|---|---|
| met5 | 0.65 | - | 6.09 |
| met4 | 5.8 | 98 | 10.5 |
| met3 | 19 | 1712 | 18.8 |
| met2 | 43 | 7953 | 32.3 |
| met1 | 32 | 58800 | 25.2 |
| li1 | - | 51500 | - |
Power and IR drop assume default switching activity.
